**design/flow/config.mk**
```make
export PLATFORM = sky130hd
export DESIGN_NAME = pc
export DESIGN_NICKNAME = pc
export VERILOG_FILES = /design/flow/design.v
export SDC_FILE = /design/flow/constraint.sdc
export NUM_CORES = 4
export LEC_CHECK = 1
export CORE_AREA = 10 10 72 72
export DIE_AREA = 0 0 82 82
export SYNTH_HDL_FRONTEND = slang
```
**design/flow/constraint.sdc**
```tcl
current_design pc

set clk_period 1.0
set clk_io_pct 0.2

create_clock -name clk0 -period $clk_period [get_ports {clk}]

set non_clock_inputs [all_inputs -no_clocks]
set_input_delay [expr $clk_period * $clk_io_pct] -clock clk0 $non_clock_inputs
set_output_delay [expr $clk_period * $clk_io_pct] -clock clk0 [all_outputs]
```
**design/flow/design.v**
```verilog
module pc (
    input logic     clk,
    input logic     [31:0] PCNext,
    output logic    [31:0] PC
);
    initial begin
        PC = 32'b0;
    end
    always_ff @(posedge clk) begin
        PC <= PCNext;
    end
endmodule
```
**design/flow/run.sh**
```bash
#!/bin/bash
# OpenROAD 26Q1-2900-gdf79404cd8, Yosys 0.63+post, stock flow scripts
make -C /OpenROAD-flow-scripts/flow DESIGN_CONFIG=/design/flow/config.mk WORK_HOME=/design/flow/orfs finish
```
==> qor.csv <==
metric,value,unit
worst_setup_path_start_kind,register,
yosys_area,641,um2
nMultiInputCombCells,0,
cts-htree-levels,2,
fp.dieW,82,um
setup_viol,0,
cts_root_buf,clkbuf_8,
slew_viol_final,0,
critical_path.top_delay_family,flip-flops,
slowest_stage,dfxtp_2,
maxSlewHeadroom,95.9,%
cts_tree,yes,
logic_area,0,um2
ys_cells,32,
numCtsBuffers,5,
worstMarginPinSlew,0.0616,ns
route.detailed.wl_per_inst,13.0,um
arrival,0.75,ns
worstPathCellList,clkdlybuf4s15_1,
path_clk_slew,0.06,ns
dp_cells,144,
crit_end,PC[16],
synth.largest_area_cell,dfxtp_1,
num_vias,511,
power_density,2060,nW/um2
vias_per_cell,3.36,
dieArea,6720,um2
stdcell_count,152,
cp-startpoint,PC[16],
status,"finished, final reports clean",
grt_pass1_wl,2840,um
initCoreUtil,17.4,%
routed_wl,1980,um
fmax,1.05,GHz
ctsHoldBuffers,0,
die_y,82,um
ys_types,1,
top_area_share,100,%
cp-end-kind,output port,
regMostFlops,PC,
num_rows,22,
top_regs,PC x32,
critical_path_class,reg2out,
first_global_vias,549,
ctsLongestPathBuffers,2,
drc,0,
p_leak,0.598,nW
cp_max_fo,1,
fillers,358,
timing.hold.ws,0.356,ns
syn_to_final_growth,117,%
grt.total_usage,5.63,%
antenna_found_initial,0,
tool_warnings,25,
critPathBufInv,1,
synth_seq_share,100,%
drt-initial-drc-count,4,
avgSynthCellArea,20.0,um2
synth-seq-cells,32,
maxCapViolCount,0,
gp_congestion,0.763,
drtPass1Iterations,2,
clock_sinks,32,
period_needed,0.954,ns
worstPathRequired,0.80,ns
lay_top_count,clkdlybuf4s50_1,
synth.area.top_cells,dfxtp_1,
syn_inst,32,
drtAntennaViolNets,0,
port_buffers,64,
crit_cells,1,
layout_top_cells,"clkdlybuf4s50_1, dfxtp_1, clkbuf_2",
largest_reg_flops,32,
slowest_delay,0.31,ns
syn_area,641,um2
period_used_share,95.4,%
n_antenna_cell,0,
irDropWorstVdd,0.000854,V
postCtsSetupBuffers,0,
hold_path.class,in2reg,
io_pins,65,
drive_gt1_share,38.5,%
hold_viol,0,
ys_warn_count,0,
core_area,3690,um2
grt_max_degree,11,
grt_overflow,0,
## logic make-up (layout without fill, tap and decap cells)
family | count (synthesis) | in the layout | share of synthesized area, %
flip-flops | 32 | 32 | 100
buffers and inverters | 0 | 72 | 0
## synthesized netlist by cell type (all sizes together)
master   n
dfxtp   32
## worst min path at each step
stage,start,depth (start not counted),slack [ns],end
final,PCNext[17],1,0.36,PC[17]
after global routing,PCNext[17],1,0.33,PC[17]
after CTS,PCNext[6],1,0.35,PC[6]
## layout make-up
| cell class | count | area [um2] | area share (%) |
|---|---|---|---|
| Clock inverter | 1 | 30.0 | 2.16 |
| Sequential cell | 32 | 657 | 47.3 |
| Tap cell | 48 | 60.1 | 4.32 |
| Timing Repair Buffer | 64 | 546 | 39.3 |
| Clock buffer | 7 | 96.3 | 6.94 |
## timing repair
action / 4_1_cts / 5_1_grt
gates resized: 65 / 31
endpoints found under the setup margin: 32 / 25
gates cloned: 0 / 0
## stage by stage
| step | instance area (um2) | util [%] | setup TNS [ns] | total power (W) | setup slack, ns |
|---|---|---|---|---|---|
| 2_1_floorplan | 641 | - | 0 | 0.00137 | 0.538 |
| 3_3_place_gp | 1340 | 36.4 | 0 | 0.00163 | 0.0381 |
| 3_5_place_dp | 1340 | 36.4 | 0 | 0.00163 | 0.0252 |
| 4_1_cts | 1470 | 39.8 | 0 | 0.00294 | 0.00836 |
| 5_1_grt | 1390 | 37.7 | -0.00105 | 0.00302 | -0.00105 |
| 6_report | 1390 | 37.7 | 0 | 0.00287 | 0.0457 |
## layer usage
layer,GRT usage [%],vias to the layer above,part of all wire [%]
met4,1.53,0,2.0
met2,7.92,43,44
li1,-,237,-
met1,5.44,225,31
met5,0,-,0
met3,6.17,6,23
## report_power, final
group          leakage, nW  total [W]  internal (W)  switching, W
registers            0.270    0.00136       0.00135     0.0000154
clock network       0.0645    0.00131      0.000878      0.000435
logic                0.263   0.000188      0.000163     0.0000257
total                0.598    0.00287       0.00239      0.000476
Power is estimated from default activity; no workload was simulated.
